<file path="/design/flow/design.v">
module Control_Unit (
    input wire clk,
    input wire rst_n,
    input wire [6:0] instruction_opcode,
    output reg pc_write,
    output reg ir_write,
    output reg pc_source,
    output reg reg_write,
    output reg memory_read,
    output reg is_immediate,
    output reg memory_write,
    output reg pc_write_cond,
    output reg lorD,
    output reg memory_to_reg,
    output reg [1:0] aluop,
    output reg [1:0] alu_src_a,
    output reg [1:0] alu_src_b
);
localparam FETCH        = 4'b0000;
localparam DECODE       = 4'b0001;
localparam MEMADR       = 4'b0010;
localparam MEMREAD      = 4'b0011;
localparam MEMWB        = 4'b0100;
localparam MEMWRITE     = 4'b0101;
localparam EXECUTER     = 4'b0110;
localparam ALUWB        = 4'b0111;
localparam EXECUTEI     = 4'b1000;
localparam BRANCH       = 4'b1001;
localparam JAL_CALC     = 4'b1010;
localparam JAL_WB       = 4'b1011;
localparam JALR_CALC    = 4'b1100;
localparam JALR_WB      = 4'b1101;
localparam AUIPC_CALC   = 4'b1110;
localparam AUIPC_WB     = 4'b1111;
localparam LUI          = 5'b10000;
localparam LUI_WB       = 5'b10001;
localparam JALR_WAIT    = 5'b10010;
localparam LW      = 7'b0000011;
localparam SW      = 7'b0100011;
localparam RTYPE   = 7'b0110011;
localparam ITYPE   = 7'b0010011;
localparam JALI    = 7'b1101111;
localparam JALRI   = 7'b1100111;
localparam BRANCHI = 7'b1100011;
localparam AUIPCI  = 7'b0010111;
localparam LUII    = 7'b0110111;
reg [4:0] current_state, following_state;
always @(posedge clk or negedge rst_n) begin
    if (!rst_n)
        current_state <= FETCH;
    else
        current_state <= following_state;
end
always @(*) begin
    case (current_state)
        FETCH:      following_state = DECODE;
        DECODE: begin
            case (instruction_opcode)
                LW:       following_state = MEMADR;
                SW:       following_state = MEMADR;
                RTYPE:    following_state = EXECUTER;
                ITYPE:    following_state = EXECUTEI;
                JALI:     following_state = JAL_CALC;
                JALRI:    following_state = JALR_WAIT;
                BRANCHI:  following_state = BRANCH;
                AUIPCI:   following_state = AUIPC_CALC;
                LUII:     following_state = LUI;
                default:  following_state = FETCH;
            endcase
        end
        MEMADR:       following_state = (instruction_opcode == LW) ? MEMREAD : MEMWRITE;
        MEMREAD:      following_state = MEMWB;
        MEMWRITE:     following_state = FETCH;
        MEMWB:        following_state = FETCH;
        EXECUTEI:     following_state = ALUWB;
        EXECUTER:     following_state = ALUWB;
        ALUWB:        following_state = FETCH;
        JAL_CALC:     following_state = JAL_WB;
        JAL_WB:       following_state = FETCH;
        JALR_WAIT:    following_state = JALR_CALC;
        JALR_CALC:    following_state = JALR_WB;
        JALR_WB:      following_state = FETCH;
        BRANCH:       following_state = FETCH;
        AUIPC_CALC:   following_state = AUIPC_WB;
        AUIPC_WB:     following_state = FETCH;
        LUI:          following_state = LUI_WB;
        LUI_WB:       following_state = FETCH;
        default:      following_state = FETCH;
    endcase
end
always @(*) begin
    pc_write      = 0;
    ir_write      = 0;
    pc_source     = 0;
    reg_write     = 0;
    memory_read   = 0;
    is_immediate  = 0;
    memory_write  = 0;
    pc_write_cond = 0;
    lorD          = 0;
    memory_to_reg = 0;
    aluop         = 2'b00;
    alu_src_a     = 2'b00;
    alu_src_b     = 2'b00;
    case (current_state)
        FETCH: begin
            alu_src_a   = 2'b00;
            alu_src_b   = 2'b01;
            memory_read = 1;
            ir_write    = 1;
            pc_write    = 1;
        end
        DECODE: begin
            alu_src_a = 2'b10;
            alu_src_b = 2'b10;
        end
        MEMADR: begin
            alu_src_a = 2'b01;
            alu_src_b = 2'b10;
        end
        MEMREAD: begin
            memory_read = 1;
            lorD        = 1;
        end
        MEMWRITE: begin
            memory_write = 1;
            lorD         = 1;
        end
        MEMWB: begin
            memory_to_reg = 1;
            reg_write     = 1;
        end
        EXECUTER: begin
            alu_src_a = 2'b01;
            alu_src_b = 2'b00;
            aluop     = 2'b10;
        end
        EXECUTEI: begin
            alu_src_a    = 2'b01;
            alu_src_b    = 2'b10;
            aluop        = 2'b10;
            is_immediate = 1;
        end
        ALUWB: begin
            reg_write     = 1;
            memory_to_reg = 0;
        end
        JAL_CALC: begin
            alu_src_a = 2'b10;
            alu_src_b = 2'b01;
            pc_source = 1;
            pc_write  = 1;
        end
        JAL_WB: begin
            memory_to_reg = 0;
            reg_write     = 1;
        end
        JALR_WAIT: begin
            alu_src_a = 2'b01;
            alu_src_b = 2'b10;
            aluop     = 2'b00;
        end
        JALR_CALC: begin
            alu_src_a    = 2'b10;
            alu_src_b    = 2'b01;
            aluop        = 2'b00;
            pc_source    = 1;
            pc_write     = 1;
            is_immediate = 1;
        end
        JALR_WB: begin
            memory_to_reg = 0;
            reg_write     = 1;
        end
        BRANCH: begin
            alu_src_a     = 2'b01;
            alu_src_b     = 2'b00;
            aluop         = 2'b01;
            pc_write_cond = 1;
            pc_source     = 1;
        end
        AUIPC_CALC: begin
            alu_src_b = 2'b10;
            alu_src_a = 2'b10;
        end
        AUIPC_WB: begin
            memory_to_reg = 0;
            reg_write     = 1;
        end
        LUI: begin
            alu_src_b = 2'b10;
            alu_src_a = 2'b11;
        end
        LUI_WB: begin
            memory_to_reg = 0;
            reg_write     = 1;
        end
    endcase
end
endmodule
</file>
<file path="/design/flow/run.sh">
#!/bin/bash
# OpenROAD 26Q1-2900-gdf79404cd8, Yosys 0.63+post, stock flow scripts
make -C /OpenROAD-flow-scripts/flow DESIGN_CONFIG=/design/flow/config.mk WORK_HOME=/design/flow/orfs finish
</file>
<file path="/design/flow/config.mk">
export PLATFORM = sky130hd
export DESIGN_NAME = Control_Unit
export DESIGN_NICKNAME = Control_Unit
export VERILOG_FILES = /design/flow/design.v
export SDC_FILE = /design/flow/constraint.sdc
export NUM_CORES = 4
export LEC_CHECK = 1
export CORE_AREA = 10 10 85 85
export DIE_AREA = 0 0 95 95
</file>
<file path="/design/flow/constraint.sdc">
current_design Control_Unit

set clk_period 3.3
set clk_io_pct 0.2

create_clock -name clk0 -period $clk_period [get_ports {clk}]

set non_clock_inputs [all_inputs -no_clocks]
set_input_delay [expr $clk_period * $clk_io_pct] -clock clk0 $non_clock_inputs
set_output_delay [expr $clk_period * $clk_io_pct] -clock clk0 [all_outputs]
</file>
==> results.sh <==
# yosys + openroad results
export IMPL_status="finished clean"
export IMPL_antenna_cells=0
export IMPL_largest_area_cell="dfrtp_1"
export IMPL_worstSetupStartpointType="register"
export IMPL_numCtsBuffers=3
export IMPL_antenna_left=0
export IMPL_drive_gt1_share_pct=3.333
export IMPL_peakVddDrop_mv=0.2326
export IMPL_r2r_end="current_state[2]"
export IMPL_yosys_register_bits=5
export IMPL_synth_seq_share_pct=16.50
export IMPL_cp_end_kind="primary output"
export IMPL_setup_violations=0
export IMPL_grt_setup_unrepaired="false"
export IMPL_hold_class="input port to asynchronous set/reset pin"
export IMPL_critPathKind="register to primary output"
export IMPL_crit_arrival_ps=2070
export IMPL_detail_route_wirelength_mm=2.253
export IMPL_maxCapViolCount=0
export IMPL_ff2ff_path_depth=3
export IMPL_grt_first_pass_wirelength_mm=3.650
export IMPL_h_tree_depth=1
export IMPL_io_pins=25
export IMPL_syn_cell_area_um2=758.2
export IMPL_layout_top_cell="clkdlybuf4s50_1"
export IMPL_finClkSkew_ps=1.933
export IMPL_dieArea_um2=9025
export IMPL_drt_iter0_markers=99
export IMPL_slew_violations=0
export IMPL_cts_sinks=5
export IMPL_period_needed_ps=2729
export IMPL_ys_chip_area_um2=758.2
export IMPL_yosys_warnings=1
export IMPL_synth_cell_type_count=40
export IMPL_lay_top_cells="clkdlybuf4s50_1, nand2b_1, inv_1, nor2_1, a21oi_1"
export IMPL_area_leaders="dfrtp_1, ha_1, nand2b_1"
export IMPL_clkLatencyLatePin_ps=220
export IMPL_clk_pin_slew_worst_paths_ps=30
export IMPL_grt_util_all_layers_pct=4.835
export IMPL_critPathMaxStageDelay_ps=490
export IMPL_worstMarginPinSlew_ps=610.4
export IMPL_post_route_period_util_pct=82.71
export IMPL_ys_cells=103
export IMPL_cp_max_fo=14
export IMPL_fp_dieH_um=95
export IMPL_fmax_ghz=0.3664
export IMPL_drc=0
export IMPL_tns_ps=0
export IMPL_portBuffers=24
export IMPL_largest_register_ffs=5
export IMPL_cts_resized_gates=0
export IMPL_core_um2=5473
export IMPL_vias=822
export IMPL_p_per_area_nw_per_um2=617.0
export IMPL_antenna_found_initial=0
export IMPL_crit_chain="inv_1 > ha_1 > mux2i_1 > a2bb2oi_1 > o22ai_1 > clkdlybuf4s50_1"
export IMPL_largestRegisters="current_state: 5 flops"
export IMPL_drt_pass1_iter_count=4
export IMPL_tool_warnings=28
export IMPL_cts_tree="built"
export IMPL_clockBufferDepth=2
export IMPL_grt_max_degree=21
export IMPL_viasPerCell=4.281
export IMPL_grt_pass1_vias=700
export IMPL_hold_buffers=0
export IMPL_die_w_um=95
export IMPL_worstReg2RegStart="current_state[4]"
export IMPL_post_drt_wl_per_cell_um=11.73
export IMPL_finalHoldViolCount=0
export IMPL_syn_inst=103
export IMPL_layout_area_overhead_vs_synth_pct=42.08
export IMPL_post_cts_buffers=0
export IMPL_synth_area_per_cell_um2=7.361
export IMPL_cp_slowest_cell="clkdlybuf4s50_1"
export IMPL_largest_register="current_state"
export IMPL_gr_total_overflow=0
export IMPL_dp_hpwl_mm=1.788
export IMPL_cts_root_buf="clkbuf_8"
export IMPL_row_count=27
export IMPL_worst_r2r_setup_slack_ps=1600
export IMPL_top_cell_area_share_pct=16.50
export IMPL_leakage_nw=0.3949
export IMPL_required_ps=2640
export IMPL_relSlewSlack_pct=59.31
export IMPL_final_core_util_pct=19.68
export IMPL_initial_core_util_pct=13.85
export IMPL_gp_congestion=0.8396
-- through the flow --
stage               worst slack [ps]  instances  power, mW  area (um^2)  hold slack, ps
floorplan                       1385        103     0.3507        758.2           364.4
global placement               798.0        188     0.5660         1032           894.6
detailed placement             800.8        188     0.5610         1032           894.1
CTS                            552.3        192     0.6771         1077           663.7
global route                   398.6        192     0.7294         1077           669.5
finish                         570.7        192     0.6647         1077           659.1
-- cell usage after synthesis --
library cell / number
clkbuf_1: 8
nand2b_1: 8
inv_1: 7
nor2_1: 7
a21oi_1: 6
dfrtp_1: 5
nand2_1: 5
o22ai_1: 5
ha_1: 4
nand3_1: 4
and3_1: 3
mux2i_1: 3
nor2b_1: 3
a221o_1: 2
a22oi_1: 2
and2_1: 2
buf_4: 2
nand3b_1: 2
nor3_1: 2
nor4b_1: 2
o21ai_0: 2
a2111oi_0: 1
a21boi_0: 1
a2bb2oi_1: 1
a31o_1: 1
a31o_2: 1
a32o_1: 1
a32oi_1: 1
buf_6: 1
nand4_1: 1
nand4bb_1: 1
nor3b_1: 1
o2111ai_1: 1
o211a_1: 1
o221ai_1: 1
o2bb2ai_1: 1
or2_1: 1
or4b_1: 1
xnor2_1: 1
xor2_1: 1
-- routing by layer --
| layer | wire length (um) | track usage (%) | vias to the layer above |
|---|---|---|---|
| met3 | 244 | 1.522 | 2 |
| met2 | 937 | 6.236 | 45 |
| li1 | - | - | 408 |
| met1 | 1030 | 7.513 | 367 |
| met5 | 0 | 0 | - |
| met4 | 40 | 0.9975 | 0 |
-- cell families (layout without fill, tap and decap cells) --
| logic type | after synthesis | in the layout | share of synthesized area, % |
|---|---|---|---|
| flip-flops | 5 | 5 | 16.50 |
| buffers and inverters | 18 | 35 | 10.89 |
| adder cells (fa/ha/maj) | 4 | 4 | 6.601 |
| XOR/XNOR | 2 | 2 | 2.311 |
| multiplexers | 3 | 3 | 3.961 |
| AND/OR/NAND/NOR | 43 | 43 | 32.84 |
| AND-OR/OR-AND | 28 | 28 | 26.90 |
-- worst max-delay path by stage --
stage | from | end | cells after the start
6_report | current_state[0] | alu_src_b[1] | 6
4_1_cts | current_state[0] | alu_src_b[1] | 6
5_1_grt | current_state[0] | alu_src_b[1] | 6
-- worst max-delay path: cells and delay by family, from the launching register on --
family                     cells  cell delay (ps)
muxes                          1              140
DFF                            1              390
buffers and inverters          2              580
AOI/OAI and AO/OA              2              290
adders and majority gates      1              450
-- cell type report --
type,instances,area (um^2)
Clock buffer,4,45.04
Fill cell,624,4395
Inverter,7,26.28
Multi-Input combinational cell,80,550.5
Sequential cell,5,125.1
Tap cell,72,90.09
Timing Repair Buffer,24,240.2
-- where the power goes --
group / total [mW] / internal (mW) / switching [mW]
clock network: 0.109 / 0.0826 / 0.0264
registers: 0.112 / 0.0770 / 0.0355
logic: 0.443 / 0.263 / 0.181
Power figures rest on the tool's default switching activity, not on a simulated workload.
